<file path="/design/flow/run.sh">
#!/bin/bash
# OpenROAD 26Q1-2900-gdf79404cd8, Yosys 0.63+post, stock flow scripts
make -C /OpenROAD-flow-scripts/flow DESIGN_CONFIG=/design/flow/config.mk WORK_HOME=/design/flow/orfs finish
</file>
<file path="/design/flow/config.mk">
export PLATFORM = sky130hd
export DESIGN_NAME = timer
export DESIGN_NICKNAME = timer
export VERILOG_FILES = /design/flow/design.v
export SDC_FILE = /design/flow/constraint.sdc
export NUM_CORES = 4
export LEC_CHECK = 1
export CORE_AREA = 10 10 104 104
export DIE_AREA = 0 0 114 114
export SYNTH_HDL_FRONTEND = slang
</file>
<file path="/design/flow/constraint.sdc">
current_design timer

set clk_period 2.9
set clk_io_pct 0.2

create_clock -name clk0 -period $clk_period [get_ports {clock}]

set non_clock_inputs [all_inputs -no_clocks]
set_input_delay [expr $clk_period * $clk_io_pct] -clock clk0 $non_clock_inputs
set_output_delay [expr $clk_period * $clk_io_pct] -clock clk0 [all_outputs]
</file>
<file path="/design/flow/design.v">
package definitions;
localparam CLOCK_FREQUENCY_HZ = 50000000;
typedef enum
{
    TIMER_FREQUENCY_100MHZ = CLOCK_FREQUENCY_HZ * 10,
    TIMER_FREQUENCY_1HZ   = CLOCK_FREQUENCY_HZ,
    TIMER_FREQUENCY_2HZ   = CLOCK_FREQUENCY_HZ / 2,
    TIMER_FREQUENCY_5HZ   = CLOCK_FREQUENCY_HZ / 5,
    TIMER_FREQUENCY_10HZ  = CLOCK_FREQUENCY_HZ / 10  
} timer_frequency_t;
endpackage 
import definitions::*;
module timer
    #(timer_frequency_t FREQUENCY = TIMER_FREQUENCY_1HZ)
     (input logic clock, reset_s2_n, enabled,
      output logic elapsed);
     localparam logic[31:0] COUNTER_MAX = FREQUENCY;
     logic[31:0] counter                = '0;
     always_ff @ (posedge clock or negedge reset_s2_n)
     begin: COUNTER_PROCESS
         if (!reset_s2_n) begin
             counter <= '0;
             elapsed <= '0;
         end
         else begin
             if (enabled) begin
                 counter <= counter + 1;
                 if (counter >= COUNTER_MAX) begin
                     elapsed <= '1;
                     counter <= '0;
                 end
                 else begin
                     elapsed <= '0;
                 end
             end
             else begin
                 elapsed <= '0;
             end
         end
     end
endmodule 
</file>
==> run_results.csv <==
group,metric,value,unit
worst_setup_path,worst_setup_path_end_kind,"register",
final_timing,maxSlewHeadroom,0.493,
final_timing,setup_viol,0,
cells_and_area,layout_top_cell_excl_fill_tap,"dfrtp_1",
detailed_routing,post_drt_via_cell_ratio,4.94,
synthesis,ys.warnings.count,0,
worst_setup_path,largest_stage_delay_worst_path,0.53,ns
synthesis,synth-edff-count,0,
cells_and_area,layout.cells.most_common_list,"dfrtp_1, nor2_1, nand2_1, nand3_1",
worst_setup_path,crit_required,3.09,ns
detailed_routing,route.antenna.diode_count,0,
detailed_routing,vias,1590,
power_and_ir_drop,static_leakage,0.870,nW
grt,grt_use_total,0.0643,
synthesis,synthesis.instances,208,
synthesis,postSynth.topFlopCell,"dfrtp_1",
grt,grt_max_degree,34,
cts,post_cts_resized,0,
power_and_ir_drop,power.combinational.fraction,0.131,
power_and_ir_drop,sequentialPowerShare,0.530,
floorplan,chip_area,13000,um^2
cts,clock_sinks,33,
floorplan,die.size.y,114,um
flow_run,max_cap_violations,0,
power_and_ir_drop,p_total,1.03,mW
synthesis,synth_flop_count,33,
grt,first_global_vias,1386,
final_timing,final_report_hold_violation_count,0,
worst_setup_path,timing.critical_path.arrival,2.37,ns
worst_setup_path,critical-path-slowest-cell,"or4_1",
final_timing,grt_setup_unrepaired,"false",
power_and_ir_drop,p_switching,290,uW
detailed_routing,dr.pass1.iters,4,
detailed_routing,drt_iter0_drc,68,
detailed_routing,postRouteWirelength,4260,um
synthesis,yosysCellCount,208,
worst_setup_path,timing.critical_path.fanout_max,15,
cts,htreeDepth,2,
place,routabilityCongestion,0.835,
floorplan,floorplan.core_util,0.220,
flow_run,stage_log_warnings,27,
synthesis,syn-cell-area,1910,um^2
cts,cts_tree,"built",
detailed_routing,drt.antenna.violating_nets,0,
synthesis,yosysChipArea,1910,um^2
place,buffer_ports.inserted,3,
cts,tritoncts.num_buffers,5,
cts,cts_setup_buffers,0,
final_timing,sum_of_negative_setup_slack,0,ns
cts,clock_path_buffers,2,
worst_setup_path,criticalPathCategory,"register to register",
synthesis,syn_area_per_cell,9.17,um^2
final_timing,timing.final.max_slew_violations,0,
cells_and_area,drive_above_1_share,0.0748,
cts,worstSkewPairLatency,0.28,ns
power_and_ir_drop,power_per_cell_area,479,nW/um^2
worst_hold_path,hold_class,"register to register",
detailed_routing,routed_wire_length_per_instance,13.2,um
synthesis,synthDistinctLibCells,41,
synthesis,ys_seq_frac,0.433,
grt,grt_first_pass_wirelength,7070,um
final_timing,maxClockFrequency,0.458,GHz
power_and_ir_drop,relative_contribution_of_the_clock_network_to_total_power,0.339,
run_status,status,"completed",
floorplan,die_outline_width,114,um
final_timing,post-route-min-period,2.18,ns
floorplan,ios,4,
cells_and_area,layout-area-overhead-vs-synth,12.9,%
worst_setup_path,critical_path_cell_list,"or4_1 -> o211ai_1 -> a41o_4 -> nand2_4 -> o41ai_2",
cts,hold_buffer_count_at_cts,0,
floorplan,core_area,8680,um^2
cts,cts_root_buf,"clkbuf_8",
power_and_ir_drop,swShare,0.281,
place,post-dp-hpwl,2920,um
detailed_routing,drt_drc_violations_left,0,
final_timing,skew,0.00603,ns
floorplan,placement_rows,34,
synthesis,async_flop_share,1.00,
worst_setup_path,start_kind,"register",
power_and_ir_drop,ir_drop,0.000137,V
cts,clk_pin_slew,0.07,ns
power_and_ir_drop,p_int,743,uW
final_timing,tightestPinTransition,0.754,ns
grt,antenna_found_initial,0,
final_timing,final.period_utilization,0.753,
grt,grt_overflow,0,
stage by stage:
step	hold WS (ns)	util	cell area, um^2	cells	setup WS, ns
after floorplan	0.284	-	1910	208	0.962
after global placement	0.524	0.238	2070	315	0.675
after detailed placement	0.531	0.238	2070	315	0.663
after CTS	0.542	0.248	2150	322	0.713
after global routing	0.578	0.248	2150	322	0.588
final	0.537	0.248	2150	322	0.716
synthesized netlist by cell type (2+ instances only):
library cell   n  area share
dfrtp_1       33        0.43
nor2_1        22       0.043
nand2_1       17       0.033
nand3_1       17       0.045
inv_1         10       0.020
nand4_1       10       0.033
xnor2_1       10       0.046
and4_1         9       0.041
nor3_1         9       0.024
o21ai_0        8       0.021
a22o_1         5       0.023
a21oi_1        4       0.010
and3_1         4       0.013
buf_2          4       0.010
clkbuf_1       4      0.0079
nor2b_1        4       0.013
o22ai_1        4       0.013
o311ai_1       4       0.018
xor2_1         3       0.014
a31oi_1        2      0.0066
a41oi_1        2      0.0092
ha_1           2       0.013
nor4_1         2      0.0066
o31ai_1        2      0.0079
sequential cells by signal, summed over array words and instances (netlist names):
register	count
counter	32
elapsed	1
power by group through the flow:
stage / clock (mW) / combinational (mW) / sequential, mW
CTS: 0.360 / 0.136 / 0.547
global route: 0.388 / 0.153 / 0.555
finish: 0.350 / 0.135 / 0.548
worst max-delay path: cells and delay by family, from the launching register on:
family | cells | cell delay, ns
flip-flops | 1 | 0.46
AND-OR/OR-AND | 3 | 0.94
AND/OR/NAND/NOR | 2 | 0.67
area by class of cell:
| type | count | area, um^2 |
|---|---|---|
| clock buffers | 7 | 86.3 |
| fillers | 929 | 6520 |
| inverters | 10 | 37.5 |
| multi-input cells | 157 | 1010 |
| flip-flops and latches | 33 | 826 |
| well taps | 108 | 135 |
| repair buffers | 7 | 60.1 |
cell families after synthesis:
group,count (synthesis),share of synthesized area
simple gates,101,0.283
fa+ha+maj,2,0.0131
flops,33,0.433
buf+inv,18,0.0380
compound gates,41,0.174
xor+xnor,13,0.0597
per-layer routing:
layer / share of wire / vias to the layer above / track usage
met2: 0.43 / 33 / 0.0983
met1: 0.51 / 761 / 0.0972
met5: 0 / - / 0
li1: - / 785 / -
met4: 0.021 / 0 / 0.0109
met3: 0.033 / 11 / 0.00744
worst paths after layout:
path / startpoint / end / slack [ns] / depth (start not counted)
min reg2reg: counter[13]$_DFFE_PN0P_ / counter[13]$_DFFE_PN0P_ / 0.54 / 1
max reg2reg: counter[8]$_DFFE_PN0P_ / counter[20]$_DFFE_PN0P_ / 0.72 / 5
min in group asynchronous: reset_s2_n / counter[25]$_DFFE_PN0P_ / 0.69 / 2
max in group asynchronous: reset_s2_n / counter[19]$_DFFE_PN0P_ / 1.88 / 2
max: counter[8]$_DFFE_PN0P_ / counter[20]$_DFFE_PN0P_ / 0.72 / 5
min: counter[13]$_DFFE_PN0P_ / counter[13]$_DFFE_PN0P_ / 0.54 / 1
Power figures rest on the tool's default switching activity, not on a simulated workload.
