## flow/run.sh

```bash
#!/bin/bash
# OpenROAD 26Q1-2900-gdf79404cd8, Yosys 0.63+post, stock flow scripts
make -C /OpenROAD-flow-scripts/flow DESIGN_CONFIG=/design/flow/config.mk WORK_HOME=/design/flow/orfs finish
```

## flow/config.mk

```make
export PLATFORM = sky130hd
export DESIGN_NAME = hex_display
export DESIGN_NICKNAME = hex_display
export VERILOG_FILES = /design/flow/design.v
export SDC_FILE = /design/flow/constraint.sdc
export NUM_CORES = 4
export LEC_CHECK = 1
export CORE_AREA = 10 10 70 70
export DIE_AREA = 0 0 80 80
export SYNTH_HDL_FRONTEND = slang
```

## flow/constraint.sdc

```tcl
current_design hex_display

set clk_period 1.7
set clk_io_pct 0.2

create_clock -name clk0 -period $clk_period

set non_clock_inputs [all_inputs -no_clocks]
set_input_delay [expr $clk_period * $clk_io_pct] -clock clk0 $non_clock_inputs
set_output_delay [expr $clk_period * $clk_io_pct] -clock clk0 [all_outputs]
```

## flow/design.v

```verilog
package definitions;
localparam CLOCK_FREQUENCY_HZ = 50000000;
typedef enum
{
    TIMER_FREQUENCY_100MHZ = CLOCK_FREQUENCY_HZ * 10,
    TIMER_FREQUENCY_1HZ   = CLOCK_FREQUENCY_HZ,
    TIMER_FREQUENCY_2HZ   = CLOCK_FREQUENCY_HZ / 2,
    TIMER_FREQUENCY_5HZ   = CLOCK_FREQUENCY_HZ / 5,
    TIMER_FREQUENCY_10HZ  = CLOCK_FREQUENCY_HZ / 10  
} timer_frequency_t;
endpackage 
module display(input logic[3:0] number,
               output logic[6:0] hex);
    const logic[6:0] DISPLAY_0   = 7'b1000000;
    const logic[6:0] DISPLAY_1   = 7'b1111001;
    const logic[6:0] DISPLAY_2   = 7'b0100100;
    const logic[6:0] DISPLAY_3   = 7'b0110000;
    const logic[6:0] DISPLAY_4   = 7'b0011001;
    const logic[6:0] DISPLAY_5   = 7'b0010010;
    const logic[6:0] DISPLAY_6   = 7'b0000010;
    const logic[6:0] DISPLAY_7   = 7'b1111000;
    const logic[6:0] DISPLAY_8   = 7'b0000000;
    const logic[6:0] DISPLAY_9   = 7'b0010000;
    const logic[6:0] DISPLAY_A   = 7'b0001000;
    const logic[6:0] DISPLAY_B   = 7'b0000011;
    const logic[6:0] DISPLAY_C   = 7'b1000110;
    const logic[6:0] DISPLAY_D   = 7'b0100001;
    const logic[6:0] DISPLAY_E   = 7'b0000110;
    const logic[6:0] DISPLAY_F   = 7'b0001110;
    const logic[6:0] DISPLAY_OFF = 7'b1111111;
    always_comb
    begin: output_process
        case (number)
            4'b0000: hex <= DISPLAY_0;
            4'b0001: hex <= DISPLAY_1;
            4'b0010: hex <= DISPLAY_2;
            4'b0011: hex <= DISPLAY_3;
            4'b0100: hex <= DISPLAY_4;
            4'b0101: hex <= DISPLAY_5;
            4'b0110: hex <= DISPLAY_6;
            4'b0111: hex <= DISPLAY_7;
            4'b1000: hex <= DISPLAY_8;
            4'b1001: hex <= DISPLAY_9;
            4'b1010: hex <= DISPLAY_A;
            4'b1011: hex <= DISPLAY_B;
            4'b1100: hex <= DISPLAY_C;
            4'b1101: hex <= DISPLAY_D;
            4'b1110: hex <= DISPLAY_E;
            4'b1111: hex <= DISPLAY_F;
            default: hex <= DISPLAY_OFF;
        endcase
    end
endmodule 
module hex_display(input logic[7:0] inputs,
                   output logic[6:0] hex1, hex0);
    display display1(inputs[7:4], hex1);
    display display0(inputs[3:0], hex0);
endmodule 
```

==> metrics.cfg <==
[global_routing]
grt_overflow=0
grt_max_degree=9
grt_usage=0.0517
antenna_found_initial=0
grt_pass1_wl_mm=2.84
grt_pass1_vias=606

[job]
cap_violations=0
tool_warnings=46

[synth]
yosys_warnings=0
postSynthAreaPerCell_um2=8.92
syn_inst=62
ys_chip_area_um2=553
syn_area_um2=553
ys_seq_share=0
ys_types=19
ys_cells=62

[sta]
setup_viol=1
worst_pin_slew_ns=0.170
finalClockPeriodUsage=1.01
setup_slack_ns=-0.0186
slew_headroom=0.884
drv_slew=0
rsz0062_at_grt=yes
post-route-min-period_ns=1.72
fmax_mhz=582
setup_tns_ns=-0.0186
hold_viol=0

[placement]
place_ws_ns=-0.861
portBuffers=22
gp_congestion=0.775
placed_cell_area_um2=963
dp.cells=148
hpwl_mm=1.27

[critical_path]
worstSetupStartpointType=input pin
worstSetupPathType=in -> out
path_delay_family=simple AND/OR/NAND/NOR gates
critical_path_arrival_ns=1.38
cp_max_fo=3
required_ns=1.36
crit_chain=buf_8 > inv_8 > ha_4 > and2b_2 > or3b_1 > o21ai_1 > buf_2
critical_path.max_stage_delay_ns=0.34
slowest_stage=or3b_1
cp-end-kind=output port
cp_num_buf_inv=3

[final_layout]
seqCellArea_um2=0
logic_area_um2=646
drive_gt1_frac=0.682
n_fill_cell=334
areaGrowthSynthToFinish_pct=112
final_cell_area_um2=1170
nFlopsAndLatches=0
clkbuf_count=0
final_cells=153

[pwr]
powerDensity_nw_per_um2=227
peakVddDrop_uv=97.7
leakage_nw=0.543
power_uw=266

[drt]
dr.pass1.iters=2
vias_per_cell=4.02
vias=615
antennaDiodeCount=0
drc=0
ant_nets=0
wire_per_inst_um=11.8
postRouteWirelength_mm=1.80
first_iter_violations=6

[floorplanning]
fp.coreArea_um2=3420
die_width_um=80
fp_util=0.162
ios=22
rows=21
chip_area_um2=6400
die_h_um=80

[run_status]
outcome=finished with violations
failed_checks=setup timing

[hold_path]
worstHoldPathType=in -> out

-- Yosys cell counts --
cell      instances  area [um^2]
inv_1             6         22.5
a22o_2            2         20.0
mux2_2            3         33.8
a21oi_1           1         5.00
o22ai_1           1         6.26
ha_1             14          175
a22o_1            2         17.5
or3b_1            2         17.5
o21ai_0           3         15.0
nand2_1           2         7.51
mux4_1            2         52.6
nand2b_1          1         6.26
a32o_1            2         20.0
buf_6             2         22.5
and2b_2           2         17.5
nor2_1            7         26.3
buf_2             2         10.0
o31ai_1           1         7.51
mux2i_1           7         70.1
-- path summary, 6_finish.rpt --
path      start  endpoint  slack, ns  cells past startpoint
max   inputs[1]   hex0[0]      -0.02                      7
min   inputs[5]   hex1[5]       1.15                      5
-- power breakdown --
part / total, mW / switching (mW) / internal, mW
Clock: 0 / 0 / 0
Combinational: 0.266 / 0.107 / 0.159
Sequential: 0 / 0 / 0
-- cell type report --
type,count,area share
inverter,6,0.0406
multi-input combinational,52,0.551
tap,46,0.0491
timing repair buffer,49,0.359
-- metal layers --
layer | routed length, um | GRT usage | up-vias
met5 | 0 | 0 | -
met4 | 0 | 0 | 0
met3 | 130 | 0.0114 | 0
met2 | 807 | 0.0883 | 15
met1 | 865 | 0.0685 | 283
li1 | - | - | 317
-- through the flow --
step	hold slack [ns]	utilization
floorplan	0.780	-
global placement	1.73	0.282
detailed placement	1.74	0.282
CTS	1.14	0.336
global route	1.17	0.343
finish	1.15	0.343
-- layout by cell type (no fill, tap or decap), types with 2 or more instances in the layout --
master	count
mux4_2	2
inv_6	2
dlygate4sd2_1	5
buf_6	10
o21ai_1	3
inv_2	2
clkdlybuf4s15_1	3
buf_2	7
or3b_1	2
a22o_1	2
nor2_1	5
ha_4	9
inv_8	2
buf_8	3
nor2_2	2
mux2i_1	7
and2b_2	2
a22o_2	2
ha_1	3
clkbuf_2	3
mux2_2	2
ha_2	2
buf_4	17
-- logic make-up (layout without fill, tap and decap cells) --
| group | count (synthesis) | count (layout) | synth area share |
|---|---|---|---|
| and+or+nand+nor | 14 | 14 | 0.136 |
| muxes | 12 | 12 | 0.283 |
| AOI/OAI and AO/OA | 12 | 12 | 0.165 |
| buffers and inverters | 10 | 55 | 0.0995 |
| adders and majority gates | 14 | 14 | 0.317 |
-- what timing repair did --
item | in CTS | in global routing
pin swaps | 11 | 5
buffers inserted | 5 | 0
cloned | 1 | 0
gates resized | 110 | 15
endpoints found under the setup margin | 14 | 10
hold buffers | 0 | 0
endpoints found under the hold margin | 0 | 0
No activity file was given, so power comes from the tool's default toggle rates.
